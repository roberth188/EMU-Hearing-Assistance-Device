`design/flow/config.mk`:
```
export PLATFORM = sky130hd
export DESIGN_NAME = DM_TLV5619_DAC_Interface_Module
export DESIGN_NICKNAME = DM_TLV5619_DAC_Interface_Module
export VERILOG_FILES = /design/flow/design.v
export SDC_FILE = /design/flow/constraint.sdc
export NUM_CORES = 4
export LEC_CHECK = 1
export CORE_UTILIZATION = 50
export SYNTH_MEMORY_MAX_BITS = 65536
```
`design/flow/constraint.sdc`:
```
current_design DM_TLV5619_DAC_Interface_Module

set clk_period 50.7
set clk_io_pct 0.2

create_clock -name clk0 -period $clk_period [get_ports {CLK}]

set non_clock_inputs [all_inputs -no_clocks]
set_input_delay [expr $clk_period * $clk_io_pct] -clock clk0 $non_clock_inputs
set_output_delay [expr $clk_period * $clk_io_pct] -clock clk0 [all_outputs]
```
`design/flow/design.v`:
```
`timescale 1ns / 1ps
module DM_TLV5619_DAC_Interface_Module(
DACDataInput,
DACCS,
CLK,
SampleDelayZero,
DACLDAC,
DACPD,
DACWE,
IFFTOutput,
DMLocationWritingTo,
IFFTOutputWE,
IFFTOutputIndex
);
input          CLK, SampleDelayZero, IFFTOutputWE;
input [9:0]    DMLocationWritingTo;
input [11:0]   IFFTOutput;
input [8:0]    IFFTOutputIndex;
output         DACCS, DACLDAC, DACPD, DACWE;
output [11:0]  DACDataInput;
reg [11:0]     DACDataInput;   
reg [14:0]     DACDelayCount;     
wire           SampleDelayZero, DACCS, IFFTOutputWE;
wire [11:0]    IFFTOutput;
wire [8:0]     IFFTOutputIndex;
   (* RAM_STYLE="{auto | block |  block_power1 | block_power2}" *)
reg [11:0]      StoredDACValues [0:1023];
assign DACCS     = 0;
assign DACLDAC   = 0;
assign DACPD     = 1;
assign DACWE     = (~| DACDelayCount[12:4]) && ( DACDelayCount[3]);
assign DACMemWE = IFFTOutputWE;    
always @(posedge CLK)
begin
  if (DACMemWE)
  begin
    StoredDACValues [ {!DMLocationWritingTo[9], IFFTOutputIndex} ] <= IFFTOutput[11:0];    
  end
  DACDataInput[11:0] <= StoredDACValues[DMLocationWritingTo + 4];
end
always @(posedge CLK)
begin
  if ( SampleDelayZero )  
  begin
    DACDelayCount <= 0;
  end
  else
  begin
    DACDelayCount <= DACDelayCount + 1; 
  end
end  
endmodule
```
`design/flow/run.sh`:
```
#!/bin/bash
# OpenROAD 26Q1-2900-gdf79404cd8, Yosys 0.63+post, stock flow scripts
make -C /OpenROAD-flow-scripts/flow DESIGN_CONFIG=/design/flow/config.mk WORK_HOME=/design/flow/orfs finish
```
==> Changelog: implementation <==
### Implementation results

* Outcome: complete, but fails checks
* Failing checks: capacitance limit, slew limit
* Max stage delay cell, worst path: o21ai_0
* Vias in the first global route at 261300
* Buffers & Inverters on Critical Path at 11
* Lkg Pwr at 174.6 nW
* CP endpoint kind: flip-flop
* Max Buffers Root-to-Sink at 5
* First-pass GRT wire length at 2008 mm
* TritonCTS clock tree: yes
* Worst-margin pin slew at 1.571 ns
* CP peak stage delay at 0.77 ns
* Core ar. at 956800 sq um
* CTS sink cnt at 12310
* Slew Limit Fails at 2
* Fin crit share at 37.04%
* Max Fclk at 53.26 MHz
* Largest net degree at the start of global routing at 130
* Critical Path Start Type: primary input
* Synth Instances at 22850
* Boundary pin count at 50
* Worst hold path class: reg -> reg
* Sequential element share of the synthesized area at 76.87%
* Synth warn at 2
* Slew HR at -5.686%
* Synth area leader: edfxtp_1
* DRT Pass-1 Iters at 8
* Crit path max-delay family: buffers and inverters
* Worst-path fanout max at 53
* VDD IR max at 0.00004072 V
* CP dominant cell by count: buf_4
* Gr usage total at 33.85%
* CTS clk-pin slew, worst paths at 0.06 ns
* Arrival time at the worst endpoint at 19.81 ns
* Final setup viols at 0
* Clock latency (worst-skew pair) at 1.17 ns
* Fraction of registers with async set/reset at 0%
* Setup TNS at 0 ns
* Yosys cell count at 22850
* Layout cells sized above 1 at 23.29%
* Flops & latches, synth at 12310
* I/O Buffers at 46
* TritonCTS Buffers at 1271
* Vias/cell at 6.310
* Congestion Overflow GR at 0
* Routed Antenna Nets at 0
* Hpwl dp at 901.1 mm
* Synth top area cells: edfxtp_1 77%, mux4_2 9.3%, mux2i_1 3.9%, mux4_1 1.4%, o221ai_1 1.3%
* Pwr dens at 39.76 nW/um^2
* Yosys stat chip area at 480700 sq um
* Tool warnings at 83
* Post-synth EDFFs at 12290
* PostCTS Resize Cnt at 0
* Syn_area_per_cell at 21.04 sq um
* Post-CTS Setup Bufs at 0
* Total of max-cap violations at 1
* Drt total wl at 1441 mm
* Initial antenna violation count at 104
* Avg WL per Cell at 37.35 microns
* Initial core utilization at 50.24%
* FP Rows at 359
* Fin. Hold Viols at 0
* Iter 0 DRT Violations at 17960
* Hold-fix buffers at CTS at 0
* Worst Path Class, Setup: in -> reg
* Mapped Area at 480700 sq um
* Tmin final at 18.78 ns
* Post-layout util at 56.70%
* Die H at 982.5 microns
* Top-area cell share at 76.77%
* Ys flop type: edfxtp_1
* RSZ-0062 raised after global routing: false
* Cell Type Count at 112
* CTS H-tree lvls at 7
* GP Congestion at 0.9342
* Clock Skews at 0.08262 ns
* Via count at 243400
* Cell Chain, Critical Path: buf_16, buf_4, buf_4, buf_4, buf_4, buf_4, buf_4, buf_4, buf_4, buf_4, mux2i_1, o221ai_1, o22ai_1, o21ai_0, nand4_1, o21ai_0, buf_4, o2111ai_1, nor3_1
* Synth-to-Final Area Change at 12.86%
* # DRC at 0
* Chip area at 965200 sq um
* DIE WIDTH at 982.5 microns
* Critical path required time at 51.73 ns
* Overall power at 21.57 mW
* Root Driver: clkbuf_16
## power breakdown
part           switching (mW)  total (mW)  internal [mW]
clock                    3.90        9.02           5.12
combinational           0.941        1.33          0.390
sequential             0.0178        11.2           11.2
total                    4.86        21.6           16.7
## metal layers
metal  global-route usage [%]  wire [microns]  vias up
li1                         -               -   100500
met1                    40.65          418900   123000
met2                    45.90          652600    16820
met3                    28.60          286900     2878
met4                    13.47           78380      167
met5                    3.228            3777        -
## path summary, 6_finish.rpt
path / start / end / slack, ns / cells after the start
worst max-delay path: DMLocationWritingTo[0] / DACDataInput[0]$_DFF_P_ / 31.92 / 19
worst min-delay path: DACDelayCount[0]$_SDFF_PP0_ / DACDelayCount[0]$_SDFF_PP0_ / 0.46 / 1
worst max register to register: StoredDACValues[134][4]$_DFFE_PP_ / DACDataInput[4]$_DFF_P_ / 46.36 / 9
worst min register to register: DACDelayCount[0]$_SDFF_PP0_ / DACDelayCount[0]$_SDFF_PP0_ / 0.46 / 1
## per-stage QoR
step	area [sq um]	hold WS, ns	setup slack [ns]	instances
floorplan	480700	0.4175	38.09	22850
global placement	502200	0.4272	30.79	36140
detailed placement	502200	0.4433	30.75	36140
CTS	542000	0.4584	31.91	38400
global route	542200	0.4746	31.46	38460
finish	542500	0.4558	31.92	38570
## layout by cell type, fill, tap and decap left out, types with 22 or more instances in the layout
| cell | n |
|---|---|
| a211oi_1 | 31 |
| a21oi_1 | 510 |
| a221oi_1 | 41 |
| a22o_1 | 29 |
| a22oi_1 | 208 |
| a31oi_1 | 49 |
| a32oi_1 | 40 |
| buf_12 | 30 |
| buf_4 | 2045 |
| bufinv_16 | 85 |
| clkbuf_1 | 291 |
| clkbuf_16 | 1285 |
| clkdlybuf4s50_1 | 29 |
| clkinv_1 | 283 |
| clkinv_16 | 27 |
| clkinv_2 | 188 |
| clkinv_8 | 24 |
| clkinvlp_4 | 26 |
| dfxtp_1 | 25 |
| diode_2 | 175 |
| edfxtp_1 | 12290 |
| inv_6 | 25 |
| mux2_2 | 33 |
| mux2i_1 | 1885 |
| mux4_1 | 262 |
| mux4_2 | 1995 |
| nand2_1 | 339 |
| nand2_4 | 22 |
| nand3_1 | 139 |
| nand4_1 | 56 |
| nor2_1 | 1177 |
| nor3_1 | 116 |
| nor4_1 | 36 |
| o211ai_1 | 36 |
| o21ai_0 | 346 |
| o221ai_1 | 716 |
| o22ai_1 | 578 |
## cells in the mapped netlist (15+ instances only)
master	number
edfxtp_1	12290
mux4_2	1995
mux2i_1	1885
nor2_1	1196
o221ai_1	716
o22ai_1	581
a21oi_1	517
clkbuf_1	442
nand2_1	366
o21ai_0	355
mux4_1	262
buf_2	249
a22oi_1	208
buf_6	191
buf_8	183
nand3_1	148
buf_4	147
nor3_1	135
buf_1	92
clkbuf_8	81
buf_12	63
nand4_1	56
a31oi_1	51
nor4_1	44
a221oi_1	42
a32oi_1	40
o211ai_1	36
a211oi_1	35
mux2_2	33
a22o_1	29
o31ai_1	26
dfxtp_1	25
and2_1	23
and3_1	20
or3_1	16
nor2b_1	15
## sequential cells by signal, summed over array words and instances (netlist names)
register,flops
StoredDACValues,12288
DACDelayCount,13
DACDataInput,12
## final cells by class
type                       instances  area, sq um
fill                           68880       414300
sequential                     12310       369500
multi-input combinational       9059       100400
clock buffer                    1577        33260
timing repair buffer            2122        16510
tap                            12640        15810
clock inverter                   679         6551
antenna                          175        437.9
inverter                          12        62.56
## cells by family (layout without fill, tap and decap cells)
group | after synthesis | in the layout | synth area share [%]
XOR/XNOR | 13 | 13 | 0.02837
AND-OR/OR-AND | 2785 | 2785 | 4.009
other | 2 | 178 | 0.001562
flip-flops | 12310 | 12310 | 76.87
buffers and inverters | 1475 | 4390 | 2.453
AND/OR/NAND/NOR | 2081 | 2081 | 1.847
adder cells (fa/ha/maj) | 2 | 2 | 0.005205
multiplexers | 4175 | 4175 | 14.78
Power and IR drop assume default switching activity.
